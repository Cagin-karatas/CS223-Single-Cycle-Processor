==> ./design.v <==
`timescale 1ns / 1ps
module debouncer(
input logic clk,
input logic button,
output logic pulse
);
logic [24:0] timer;
typedef enum logic [1:0]{s0,s1,s2,s3} states;
states state, nextState;
logic getInput;
always_ff@(posedge clk)
    begin
    state <= nextState;
    if(getInput)
        timer <= 25000000;
    else
        timer <= timer -1 ;    
    end
always_comb
    case(state)
    s0: if(button)
    begin
    nextState = s1;
    getInput = 1;
    end
    else
    begin
    nextState = s0;
    getInput = 0;
    end
    s1: 
    begin
    nextState = s2;
    getInput = 0;
    end
    s2: 
    begin 
    nextState = s3;
    getInput = 0;
    end
    s3: 
    begin if(timer == 0)
    nextState = s0;
    else
    nextState = s3;
    getInput = 0;
    end
    default: 
    begin
    nextState = s0;
    getInput = 0;
    end 
    endcase
    assign pulse = (state ==1);       
endmodule
==> ./run.sh <==
#!/bin/bash
# OpenROAD 26Q1-2900-gdf79404cd8, Yosys 0.63+post, stock flow scripts
make -C /OpenROAD-flow-scripts/flow DESIGN_CONFIG=/design/flow/config.mk WORK_HOME=/design/flow/orfs finish
==> ./config.mk <==
export PLATFORM = sky130hd
export DESIGN_NAME = debouncer
export DESIGN_NICKNAME = debouncer
export VERILOG_FILES = /design/flow/design.v
export SDC_FILE = /design/flow/constraint.sdc
export NUM_CORES = 4
export LEC_CHECK = 1
export CORE_AREA = 10 10 97 97
export DIE_AREA = 0 0 107 107
==> ./constraint.sdc <==
current_design debouncer

set clk_period 6.6
set clk_io_pct 0.2

create_clock -name clk0 -period $clk_period [get_ports {clk}]

set non_clock_inputs [all_inputs -no_clocks]
set_input_delay [expr $clk_period * $clk_io_pct] -clock clk0 $non_clock_inputs
set_output_delay [expr $clk_period * $clk_io_pct] -clock clk0 [all_outputs]
==> Changelog: implementation <==
### Physical design

- Area grow syn2layout: 14.7%
- Cell variety after synth: 37
- Finished Cell Area: 1390 um^2
- # setup viols final: 0
- Site Rows: 31
- GRT overflow: 0
- Largest cells by area: dfxtp_1 (45%), nor2_1 (6.5%), xnor2_1 (4.3%)
- Final hold vios: 0
- Clock transition at path regs: 0.09 ns
- Dominant logic cell types in the final layout: dfxtp_1 (27), nor2_1 (21), a21oi_1 (9)
- Vias in the first global route: 893
- Crit path time final: 2.65 ns
- Top Ports: 3
- CP endpoint kind: output pin
- Max-slew violations: 0
- Crit-path max cell delay: 0.47 ns
- CTS tree: built
- Yosys Instances: 138
- Commonest Layout Cell: dfxtp_1
- Max Fanout on Critical Path: 5
- Arrival time worst endpoint: 1.33 ns
- Synth flops: 27
- Dpl ws: 3.70 ns
- Yosys Chip Area: 1210 um^2
- Number of fill cells: 838
- Total core area: 7290 um^2
- Final period util: 40.1%
- Final non-filler cell total: 238
- Outcome: finished clean
- Bufs on Longest Clock Path: 2
- Synthesized area: 1210 um^2
- Initial DRC count: 33
- Unrepaired setup endpoints after global routing: no
- IO buf count: 2
- Tool warnings: 25
- Wire length per cell: 9.05 um
- TNS Setup: 0 ns
- Sink Count: 27
- Routability cong.: 0.788
- Pleak: 0.471 nW
- Inst Count DP: 234
- Worst min-delay path category: register to register
- Power density over the cells: 302 nW/um^2
- Crit-path slowest cell: clkdlybuf4s50_1
- Synth Flop Type: dfxtp_1
- Tot Pwr: 0.000419 W
- WS Path Type: register to output pin
- CTS HTree Levels: 1
- Clk latency of the worst-skew pair: 0.27 ns
- Die Size: 11,400 um^2
- Chip Width: 107 um
- Final WS setup: 3.95 ns
- Critical Path Start Type: register
- Antenna violations before repair: 0
- Post-Route WL: 2160 um
- Post-DRT Antenna Nets: 0
- Die Y-Extent: 107 um
- Synth area leader: dfxtp_1
- FP Util: 16.6%
- Via count: 930
- Slew @ Worst Pin: 0.807 ns
- CTS root buf: clkbuf_8
- Post-CTS setup buffers: 0
- Area post-placement: 1340 um^2
- Syn_area_per_cell: 8.79 um^2
- Number of max-cap violations: 0
- Required @ worst endpoint: 5.28 ns
- Clk_skew: 0.00594 ns
- Hpwl dp: 1440 um
- Post-synth seq share: 44.6%
- Rel. slew slack: 45.7%
- N_diodes: 0
- Share of flip-flops with an asynchronous set or reset: 0%
- Fmax: 377 MHz
- Drt first pass iters: 4
- Drt drc: 0
- Layout cells sized above 1: 11.5%
- Worst-path cell chain: inv_1, nor2_1, clkdlybuf4s50_1
- First-pass GRT wire length: 4010 um
- Synth warnings: 1
- Top-area cell share: 44.6%
- Largest net degree at the start of global routing: 20
- Cts hold-fix bufs: 0
- Post_cts resized: 0
- Vias per cell: 3.91
- Total CTS buffers: 3
- Synth Instances: 138
- Peak VDD IR: 0.181 mV
- Number of synthesized flops with an enable pin: 0
- Total track usage: 4.03%
state kept, by name (all words and copies together) (netlist names):
name / flops
state: 2
timer: 25
cell type report:
class / instances / area, um^2 / share of cell area, %
multi-input cells: 101 / 637 / 45.8
flip-flops and latches: 27 / 541 / 38.9
well taps: 99 / 124 / 8.91
clock buffers: 3 / 41.3 / 2.97
repair buffers: 3 / 27.5 / 1.98
inverters: 4 / 15.0 / 1.08
clock inverters: 1 / 5.00 / 0.360
power breakdown:
| group | total (W) | switching [W] | leakage (nW) | internal (W) |
|---|---|---|---|---|
| Sequential | 0.000239 | 0.0000360 | 0.223 | 0.000203 |
| Combinational | 0.0000869 | 0.0000435 | 0.223 | 0.0000435 |
| Clock | 0.0000931 | 0.0000508 | 0.0255 | 0.0000423 |
stage by stage:
step	util, %	hold WS [ns]
after floorplan	-	0.408
after global placement	18.4	0.426
after detailed placement	18.4	0.429
after CTS	19.1	0.440
after global routing	19.1	0.481
final	19.1	0.439
layer usage:
| layer | vias up | GRT usage [%] | share of wire (%) |
|---|---|---|---|
| met5 | - | 0 | 0 |
| met4 | 0 | 0.0967 | 0 |
| met3 | 0 | 0.970 | 2.9 |
| met2 | 7 | 6.37 | 45 |
| met1 | 427 | 5.77 | 52 |
| li1 | 496 | - | - |
cells in the mapped netlist, types with 2 or more instances:
library cell  number
nor2_1            21
inv_1              4
or3_1              4
a31o_2             2
xnor2_1            6
nor3_1             6
and2_1             3
or3b_2             3
o21ai_0            6
or4_1              5
nand2b_1           2
nand3_1            3
a21oi_1            9
dfxtp_1           27
o31ai_1            2
mux2i_1            3
clkbuf_1           4
nor4_1             4
nand2_1            3
and3_1             4
critical path: cells and delay by family, from the launching register on:
family / cells / cell delay [ns]
AND/OR/NAND/NOR: 1 / 0.11
buffers and inverters: 2 / 0.54
flip-flops: 1 / 0.41
path summary, 6_finish.rpt:
kind,from,to,slack [ns],cells past startpoint
max,state[0],pulse,3.95,3
min,timer[0],timer[0],0.44,1
max reg2reg,timer[0],state[0],4.22,6
min reg2reg,timer[0],timer[0],0.44,1
cells by family after synthesis:
kind of cell	synth area share (%)
adder cells (fa/ha/maj)	1.03
buffers and inverters	3.30
AND/OR/NAND/NOR	31.8
multiplexers	2.48
AND-OR/OR-AND	11.8
XOR/XNOR	5.06
flip-flops	44.6
Power figures rest on the tool's default switching activity, not on a simulated workload.
