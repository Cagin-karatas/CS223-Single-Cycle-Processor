`/design/flow/constraint.sdc`:
```
current_design register_file

set clk_period 2.5
set clk_io_pct 0.2

create_clock -name clk0 -period $clk_period [get_ports {clk}]

set non_clock_inputs [all_inputs -no_clocks]
set_input_delay [expr $clk_period * $clk_io_pct] -clock clk0 $non_clock_inputs
set_output_delay [expr $clk_period * $clk_io_pct] -clock clk0 [all_outputs]
```
`/design/flow/run.sh`:
```
#!/bin/bash
# OpenROAD 26Q1-2900-gdf79404cd8, Yosys 0.63+post, stock flow scripts
make -C /OpenROAD-flow-scripts/flow DESIGN_CONFIG=/design/flow/config.mk WORK_HOME=/design/flow/orfs finish
```
`/design/flow/design.v`:
```
`timescale 1ns / 1ps
module register_file(
input logic clk, reset, writeEnable,
input logic [2:0] regwriteAddress,
input logic [3:0] regwriteData,
input logic [2:0] regreadAddress0,
input logic [2:0] regreadAddress1,
output logic [3:0] readData0, readData1
);
logic [3:0] memory [7:0];
always_ff @(posedge clk)
begin
readData0 <=  memory [regreadAddress0];
readData1 <=  memory [regreadAddress1];
if(reset)
begin
    begin
        for (int i = 0; i < 8; i++ )
            begin
            memory[i] = 4'b0000;
            end
    end
    if (writeEnable) 
         memory [regwriteAddress] <= regwriteData;
end
else
    if(writeEnable == 1)
    memory[regwriteAddress] <= regwriteData;
end
endmodule
```
`/design/flow/config.mk`:
```
export PLATFORM = sky130hd
export DESIGN_NAME = register_file
export DESIGN_NICKNAME = register_file
export VERILOG_FILES = /design/flow/design.v
export SDC_FILE = /design/flow/constraint.sdc
export NUM_CORES = 4
export LEC_CHECK = 1
export CORE_UTILIZATION = 50
```
==> reports/metrics.yaml <==
status:
  outcome: "finished, final reports clean"
clocking:
  post-cts-setup-buffer-count: 0
  clk_lat_worst_skew_ns: 0.28
  cts-hold-fix-buffers: 0
  cts_buffers: 5
  ctsResizeCount: 0
  clkTransAtPathRegs_ns: 0.07
  cts-root-buf: "sky130_fd_sc_hd__clkbuf_8"
  tritoncts: "built"
  clock_sinks: 40
  cts.htree.levels: 2
  clockBufferDepth: 2
synth:
  synth.cell_area_mm2: 0.001997
  top_cells_by_area: "sky130_fd_sc_hd__edfxtp_1 (48%), sky130_fd_sc_hd__mux4_1 (21%), sky130_fd_sc_hd__and2_1 (10%)"
  edf_count: 32
  synth-warning-count: 1
  synth_top_flop_cell: "sky130_fd_sc_hd__edfxtp_1"
  syn_avg_cell_area_um2: 17.21
  common_cells: "sky130_fd_sc_hd__and2_1 (32), sky130_fd_sc_hd__edfxtp_1 (32), sky130_fd_sc_hd__mux4_1 (16)"
  share_of_yosys_cell_area_claimed_by_the_top_area_cell_type: 0.4812
  synthArstFlopShare: 0
  share_of_the_yosys_chip_area_belonging_to_registers: 0.5614
  post_synth_inst_count: 116
  synthDistinctLibCells: 12
  synth.ff_latch_count: 40
  yosysCellCount: 116
  yosys_area_mm2: 0.001997
  synth_area_leader_cell: "sky130_fd_sc_hd__edfxtp_1"
floorplanning:
  die-height_um: 65.20
  die_width_um: 65.20
  design.portCount: 24
  rows: 22
  die_area_mm2: 0.004250
  initial_core_util: 0.5334
  fp.coreArea_mm2: 0.003744
timing:
  finalHoldWorstSlack_ns: 0.7115
  rsz0062_at_grt: "no"
  finalSetupTns_ns: 0
  finalWorstPathRequiredPeriod_ns: 1.991
  achievable-frequency_ghz: 0.5023
  number_of_endpoints_failing_setup_at_the_final_stage: 0
  slew_headroom: 0.7132
  worst_slew_pin_slew_ns: 0.4289
  hold_viol_final: 0
  timing.final.max_slew_violations: 0
  final.period_utilization: 0.7963
  timing.clock.skew_ns: 0.005863
worst_setup_path:
  worstSetupPathType: "in2reg"
  endpoint_kind: "flop"
  timing.critical_path.to: "readData0[0]$_DFF_P_"
  worst_r2r_path_depth: 2
  crit_path_start: "regreadAddress0[0]"
  critPathArrivalTime_ns: 2.16
  worst-path-buf-inv: 1
  reg2reg_to: "readData1[0]$_DFF_P_"
  cpLargestDelayFamily: "multiplexers"
  timing.critical_path.fanout_max: 8
  critical-path-max-stage-delay_ns: 0.73
  crit_slowest_cell: "sky130_fd_sc_hd__clkdlybuf4s50_1"
  chain_of_cells_forming_the_critical_path: "clkdlybuf4s50_1, mux4_1, mux2_2"
  rr_startpoint: "memory[1][0]$_SDFFCE_PN0P_"
  setup.reg_to_reg.worst_slack_ns: 1.13
  critical_path_source_type: "primary input"
  worst_ep_required_time_ns: 2.67
  cp_num_cells: 3
grt:
  grt-ovfl-total: 0
  via_count_of_the_first_global_routing_pass: 1175
  grt_start_max_net_pins: 13
  grt_first_pass_wirelength_um: 5589
  globalRouteTotalUtil: 0.2030
  grt_antenna_before_repair: 0
detailed_routing:
  total_detailed_routing_wirelength_um: 3409
  vias: 1094
  detailedRoute.firstIterationViolations: 25
  route.antenna.remaining_nets: 0
  num_antenna_cells: 0
  route.detailed.drc: 0
  vias_per_cell: 5.668
  drt_first_pass_iters: 4
  avgRoutedWirePerCell_um: 17.66
finish:
  synthToLayoutAreaGrowth_pct: 19.11
  layout.filler_cells: 274
  logic_area_um2: 845.8
  seqCellArea_mm2: 0.001121
  post_route_cells_drive_above_1_share: 0.1862
hold_path:
  worst_hold_path_type: "reg2reg"
  hold_depth: 2
place:
  i_o_buffers: 23
  gpl.final_weighted_congestion: 0.7927
power_and_ir_drop:
  total_leakage_power_nw: 0.8915
  p_per_area_mw_per_mm2: 621.5
  maximum_ir_drop_on_the_vdd_rail_mv: 0.4323
job:
  stage_log_warnings: 26
  maxcap_viol_count: 0
-- flip-flops by register name, indices dropped and copies added (netlist names) --
register and count:
readData1 4, readData0 4, memory 32
-- cells in the final DEF, fill, tap and decap left out --
cell type,Yosys,layout
sky130_fd_sc_hd__or2_2,8,8
sky130_fd_sc_hd__clkinv_1,0,2
sky130_fd_sc_hd__buf_4,0,2
sky130_fd_sc_hd__and4bb_2,3,3
sky130_fd_sc_hd__dfxtp_1,8,8
sky130_fd_sc_hd__bufinv_16,0,1
sky130_fd_sc_hd__clkbuf_8,0,5
sky130_fd_sc_hd__and4_1,1,1
sky130_fd_sc_hd__and2_1,32,32
sky130_fd_sc_hd__and4b_1,3,3
sky130_fd_sc_hd__mux2_2,8,8
sky130_fd_sc_hd__mux4_1,16,16
sky130_fd_sc_hd__clkdlybuf4s50_1,0,23
sky130_fd_sc_hd__edfxtp_1,32,32
sky130_fd_sc_hd__nor4b_1,1,1
-- metrics by stage --
| stage | area [um2] | utilization | setup slack [ns] | std cells | total power, mW |
|---|---|---|---|---|---|
| 2_1_floorplan | 1997 | - | 0.9836 | 116 | 0.8988 |
| 4_1_cts | 2379 | 0.6354 | 0.5077 | 193 | 1.496 |
| 5_1_grt | 2379 | 0.6354 | 0.4738 | 193 | 1.544 |
| 3_3_place_gp | 2272 | 0.6070 | 0.2409 | 185 | 0.9947 |
| 3_5_place_dp | 2272 | 0.6070 | 0.2093 | 185 | 0.9992 |
| 6_report | 2379 | 0.6354 | 0.5092 | 193 | 1.478 |
-- worst min-delay path: cells and delay by family, from the launching register on --
kind   cells  cell delay [ns]
muxes      2             0.34
DFF        1             0.34
-- how the worst min path moves through the flow --
stage,start,end,slack [ns]
CTS,memory[7][0]$_SDFFCE_PN0P_,readData1[0]$_DFF_P_,0.71
global route,memory[4][3]$_SDFFCE_PN0P_,readData0[3]$_DFF_P_,0.74
finish,memory[4][2]$_SDFFCE_PN0P_,readData0[2]$_DFF_P_,0.71
-- layout make-up --
| cell class | instances | area share |
|---|---|---|
| Sequential cell | 40 | 0.4713 |
| Clock inverter | 3 | 0.01578 |
| Multi-Input combinational cell | 72 | 0.3556 |
| Timing Repair Buffer | 25 | 0.1031 |
| Clock buffer | 5 | 0.02893 |
| Tap cell | 48 | 0.02525 |
-- per-layer routing --
metal  GRT usage  share of wire  up-vias
li1            -              -      522
met1      0.3057           0.41      519
met2      0.3183           0.50       49
met3     0.07923          0.077        4
met4     0.03261          0.014        0
met5           0              0        -
-- report_power, final --
part	internal (mW)	switching [mW]
Clock	0.290	0.205
Combinational	0.123	0.0584
Sequential	0.777	0.0244
Total	1.19	0.288
-- cells by family after synthesis --
kind of cell           count (synthesis)  share of synthesized area
muxes                                 24                     0.2556
buffers and inverters                  4                    0.01504
and+or+nand+nor                       48                     0.1679
DFF                                   40                     0.5614
Power figures rest on the tool's default switching activity, not on a simulated workload.
