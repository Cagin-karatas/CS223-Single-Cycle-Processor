[design/flow/run.sh]
#!/bin/bash
# OpenROAD 26Q1-2900-gdf79404cd8, Yosys 0.63+post, stock flow scripts
make -C /OpenROAD-flow-scripts/flow DESIGN_CONFIG=/design/flow/config.mk WORK_HOME=/design/flow/orfs finish
[design/flow/config.mk]
export PLATFORM = sky130hd
export DESIGN_NAME = instruction_memory
export DESIGN_NICKNAME = instruction_memory
export VERILOG_FILES = /design/flow/design.v
export SDC_FILE = /design/flow/constraint.sdc
export NUM_CORES = 4
export LEC_CHECK = 1
export CORE_AREA = 10 10 70 70
export DIE_AREA = 0 0 80 80
[design/flow/constraint.sdc]
current_design instruction_memory

set clk_period 1.0
set clk_io_pct 0.2

create_clock -name clk0 -period $clk_period

set non_clock_inputs [all_inputs -no_clocks]
set_input_delay [expr $clk_period * $clk_io_pct] -clock clk0 $non_clock_inputs
set_output_delay [expr $clk_period * $clk_io_pct] -clock clk0 [all_outputs]
[design/flow/design.v]
`timescale 1ns / 1ps
module instruction_memory(
input logic [2:0] pc, output logic [11:0] instr
    );
    logic [11:0] rom [7:0];
    always_comb
    begin
    rom[0] = 12'b000000000000;
    rom[1] = 12'b000000010001;
    rom[2] = 12'b001010000001;
    rom[3] = 12'b011011000001;
    rom[4] = 12'b100100000001;
    rom[5] = 12'b101101000001;
    rom[6] = 12'b010000110100;
    rom[7] = 12'b010101011001;
    end
    assign instr = rom[pc];
endmodule
==> reports/results.ini <==
[global_route]
antenna_found_initial=0
grt.total_usage_pct=1.41
grt_max_degree=8
globalRouteOverflowTotal=0
grt_pass1_vias=160
grt_pass1_wl_um=814

[finish]
fillers=403
n_clock_buffer=0
area_growth_pct=239
final_area_um2=323
layout-drive-gt1-share_pct=46.7
flops=0
flop_area_um2=0

[placement]
dp_worst_setup_slack_ps=-766
dp.final_hpwl_um=375
port-buffer-count=14
gp_congestion=0.764
postPlaceCellArea_um2=285

[pwr]
vdd_drop_max_mv=0.0346
p_leak_nw=0.157
finalPower_w=0.000105
power-per-cell-area_nw_per_um2=324

[logic_synthesis]
top_area_cell=a21o_1
top_cells_by_count=nor2_1 (4), a21o_1 (2), buf_4 (2), nor2b_1 (2)
syn_inst=17
yosys_area_um2=95.1
yosys_cells=17
syn-cell-area_um2=95.1
avgSynthCellArea_um2=5.59
simple_gate_share_pct=39.5
synth_cell_types=11
fa_ha_area_share_pct=0
mux_share_pct=0
top_area_share_pct=15.8
yosys_warnings=2
xor_share_pct=0
ys_top_cells_by_area=a21o_1 (16%), buf_4 (16%), nor2_1 (16%), nor2b_1 (13%), a21boi_0 (7.9%)
synthAoiAreaFrac_pct=36.8
logic_family=simple AND/OR/NAND/NOR gates
yosys.stat.seqShare_pct=0
yosysMostFrequentCell=nor2_1

[detailed_routing]
first_pass_iters=1
drtAntennaViolNets=0
drc=0
drtIter0Drc=0
vias_per_cell=2.20
num_antenna_cells=0
vias=167
wl_per_cell_um=7.01
wl_um=533

[sta]
period_used_pct=97.5
finalMaxSlewViolations=0
rsz0062_at_grt=false
hold_viol=0
max_freq_mhz=1030
setup_viol_count_final=0
period_minus_slack_ps=975
setup_ws_ps=24.8

[floorplanning]
die_x_um=80
chipArea_um2=6400
coreArea_um2=3420
fp_util_pct=2.78
rows=21
io_pins=15
die_h_um=80

[worst_setup_path]
critPathCaptureType=output pin
cp_max_fo=7
cp.required_ps=800
startpoint_type=input port
critical_path_class=in2out
crit_arrival_ps=780

[min_path]
hold_path.class=in2out

[run]
warning_count=32
cap_viol_max_count=0

[status]
status=complete, no violations

## power breakdown
group | total [W] | leakage (nW) | internal (W) | switching [W]
registers | 0 | 0 | 0 | 0
logic | 0.000105 | 0.157 | 0.0000662 | 0.0000384
clock network | 0 | 0 | 0 | 0
total | 0.000105 | 0.157 | 0.0000662 | 0.0000384
## through the flow
step	TNS, ps	hold slack [ps]	utilization (%)	cells
after detailed placement	-7490	1380	8.35	76
after floorplan	0	421	-	17
final	0	677	9.45	76
after CTS	0	710	9.93	77
after global placement	-7090	1380	8.35	76
after global routing	0	696	9.45	76
## layout make-up
type / instances / area [um^2] / share of cell area, %
repair buffers: 15 / 145 / 45.0
inverters: 1 / 3.75 / 1.16
multi-input cells: 14 / 116 / 36.0
well taps: 46 / 57.6 / 17.8
## kinds of logic (layout without fill, tap and decap cells)
logic type / after synthesis / after routing
simple gates: 8 / 8
compound gates: 5 / 5
buf+inv: 3 / 16
other cells: 1 / 1
## per-layer routing
metal,vias to the layer above,GRT usage [%],wire (um)
met3,0,0.682,117
met5,-,0,0
met4,0,0,0
met2,14,2.09,159
met1,72,1.91,255
li1,81,-,-
## critical path, cell delays in order
cell and delay, ps:
buf_12 120, and2_4 150, o21ai_1 100, dlygate4sd2_1 210
## cells in the final DEF, fill, tap and decap left out
cell type / synthesis / final
inv_2: 0 / 1
nor2_4: 0 / 2
nand2_4: 0 / 1
buf_4: 2 / 1
nor2_1: 4 / 2
clkdlybuf4s15_1: 0 / 1
buf_2: 0 / 2
nor2b_4: 0 / 2
conb_1: 1 / 1
a21boi_1: 0 / 1
dlygate4sd2_1: 0 / 7
and2_4: 0 / 1
o21a_1: 1 / 1
buf_6: 0 / 1
clkbuf_2: 0 / 1
buf_12: 0 / 2
o21ai_1: 1 / 1
a21o_1: 2 / 2
## final timing paths
path / end / start / cells after the start
worst min-delay path: instr[4] / pc[0] / 3
worst max-delay path: instr[0] / pc[1] / 4
## repair_timing
action                                 4_1_cts  5_1_grt
setup endpoints to repair                   11        2
resized                                     52        1
setup buffers                                1        0
endpoints found under the hold margin        0        0
pin swaps                                    3        1
hold buffers                                 0        0
No activity file was given, so power comes from the tool's default toggle rates.
